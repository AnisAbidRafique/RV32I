==> flow/design.v <==
`timescale 1ns / 1ps
module register_file#(parameter REGF_WIDTH = 32,SELECTORS = 5)
(
    input clk,
    input [SELECTORS - 1 :0] rsW,
    input [SELECTORS - 1 :0] rs1,
    input [SELECTORS - 1 :0] rs2,
    input    RegWEn,
    input [REGF_WIDTH - 1:0] rd,
    output logic [REGF_WIDTH -1:0] data1,data2
);
logic [REGF_WIDTH - 1 : 0] reg_mem [REGF_WIDTH - 1 :0];  
initial
    begin
	for(int i = 0 ; i < REGF_WIDTH ; i++) begin
	reg_mem[i] = 0;
	end
    end
always_comb 
    begin
        if(!rs1)
            data1 = 0;
        else
            data1 = reg_mem[rs1];
        if(!rs2)
            data2 = 0;
        else
            data2 = reg_mem[rs2];
    end    
always_ff @(posedge clk)
    begin
        if(RegWEn)
            begin
                if(!rsW) 
                    reg_mem[rsW] <= reg_mem[rsW];
                else
                    reg_mem[rsW] <= rd;
            end
        else
            reg_mem[rsW] <= reg_mem[rsW];  
    end
endmodule
==> flow/run.sh <==
#!/bin/bash
# OpenROAD 26Q1-2900-gdf79404cd8, Yosys 0.63+post, stock flow scripts
make -C /OpenROAD-flow-scripts/flow DESIGN_CONFIG=/design/flow/config.mk WORK_HOME=/design/flow/orfs finish
==> flow/config.mk <==
export PLATFORM = sky130hd
export DESIGN_NAME = register_file
export DESIGN_NICKNAME = register_file
export VERILOG_FILES = /design/flow/design.v
export SDC_FILE = /design/flow/constraint.sdc
export NUM_CORES = 4
export LEC_CHECK = 1
export CORE_UTILIZATION = 40
==> flow/constraint.sdc <==
current_design register_file

set clk_period 5.9
set clk_io_pct 0.2

create_clock -name clk0 -period $clk_period [get_ports {clk}]

set non_clock_inputs [all_inputs -no_clocks]
set_input_delay [expr $clk_period * $clk_io_pct] -clock clk0 $non_clock_inputs
set_output_delay [expr $clk_period * $clk_io_pct] -clock clk0 [all_outputs]
==> notes.md <==
Implementation results

The data required time of the critical path is 4.72 ns. The worst supply voltage drop on vdd is 229 uV. The buffers inserted during post-CTS setup optimization is 0. For this design the top-level I/O count stands at 113.

For this sky-water flow run, the detailed-routed wirelength per cell is reported as 35.1 um. Setup repair after global routing left no endpoint under its margin. The number of buffers and inverters on the critical path is 4. The vias after detailed routing is 26700. The share of the synthesized area in the top cell type is 0.654. In the Yosys report the total cell count is 2400. The data arrival at the endpoint of the critical path is 4.40 ns. Clock tree synthesis selected as its root buffer the cell sky130_fd_sc_hd__clkbuf_16. After the flow finishes, the layout carries non-filler instances totaling 4231. The register clock-pin slew on the reported worst setup and hold paths is 0.06 ns. The final setup TNS is 0 ns. The wire length after detailed routing is 148000 um. For the pin with the worst max-slew slack, the measured transition is 1.17 ns. Yosys reported that registers with async set or reset make up 0. The number of instances on the worst hold path is 2. The die covers 119000 sq um.

The global placer's final weighted congestion is 0.930. The filler cell count is 9353. The main area contributors are sky130_fd_sc_hd__edfxtp_1, sky130_fd_sc_hd__mux4_2, sky130_fd_sc_hd__mux2i_1.

The number of warnings reported in the stage logs is 26. Summed over all cells, the static leakage comes to 17.6 nW. The number of antenna violations at the first check in global routing was 11. After synthesis the netlist holds a flip-flop and latch count of 1024. The via count normalized by instance count is 6.31. The deepest clock path buffer count is 3. Compared with the post-synthesis result, the final layout area differs by 16.2%.

The number of remaining DRC errors is 0. The fraction of final layout cells sized beyond drive strength 1 is 0.310. The die boundary width is 345 um. The flow ran to the end, and the final reports show no timing, DRC or antenna violations. The largest registers in the layout are reg_mem: 1024 flops. STA classifies the critical path endpoint as an output pin.

In the finished design, the share of the clock period the worst path needs comes to 0.946. The mean instance size in the synthesized netlist is 19.6 sq um. The critical path's largest stage delay is 0.97 ns. The total routing usage reported by global routing is 0.278. The worst-case hold path end point is reg_mem[4][23]. The power density over the cells is 300 nW/um^2. The number of global-route vias before repair is 30400. Based on the critical path, the design can be clocked at up to 179 MHz. The cell with the largest stage delay on the worst path is sky130_fd_sc_hd__a211oi_1.

For this run, the chip area from Yosys synthesis comes to 47000 sq um. TritonCTS created 104 clock buffers. Summed over all layers, the global routing overflow is 0. The number of pins with negative max-slew slack in the final report is 0. The met3 usage in global routing is 0.258. The met2 usage in global routing is 0.400. Per the post-route antenna check, the number of violating nets is 0.

The initial utilization of the core area, before any placement, comes to 0.404. After legalization and detailed placement, the total HPWL measured 92000 um. According to the CTS report, the clock sink count is 1024.

Entering global routing, the biggest net connects 51 pins. The final setup violation count is 0. The type of the setup path with the least slack is in2out. Per Yosys stat, the portion of area used by sequential elements is 0.654. The most used flip-flop cell is sky130_fd_sc_hd__edfxtp_1.

The first global-routing pass estimated 211000 um of wire. Across the run, the number of max-cap violations was 0. The startpoint kind of the worst setup timing path is a primary input. The initialized floorplan defines 125 standard-cell rows.

The warning count from the yosys run is 1. In this run the tightest slew margin relative to its limit is 0.212. STA lists the maximum fanout along the critical path as 28.

The first routing iteration left 1441 violations. The number of placed instances, taps included is 4036. Per the CTS log, the maximum H-tree level is 3. The launch point of the worst min-delay path is recorded as rd[23]. The dominant delay contributor by cell family on the critical path is buffers and inverters. The CTS tree is yes.

The first detailed-routing pass ran for 5 iterations. The post-cts gate resize count is 0. Synthesis produced 2400 cells. The register with the most flip-flops in the layout has 1024 of them.

The type of the tightest min-delay check is in2reg. Of all cell types, the one taking the most synthesized area is sky130_fd_sc_hd__edfxtp_1. The core region area is 116000 sq um. The register ranked first by flip-flop count is reg_mem. The met1 track demand over resource is 0.290.

The count of final hold-check violations is 0. Summing every instance area after synthesis gives 47000 sq um. The unique cell type count in the Yosys netlist is 41. The signal on the critical path passes through clkdlybuf4s50_1 -> or3_2 -> buf_12 -> o221ai_1 -> a211oi_1 -> nor3_1 -> buf_4 -> clkdlybuf4s50_1. Counting stages on the worst path, the most repeated cell is sky130_fd_sc_hd__clkdlybuf4s50_1. In this run, synthesis inferred 1024 flip-flops with an integrated enable. The die extent in y is 345 um. The most heavily used metal layer in global routing is met2. Counting I/O delays and the setup requirement, the final critical path takes 5.58 ns.

The buffer_ports step reported a buffer count of 112. The post-CTS hold buffer count recorded in the log is 0.
==> metal layers <==
layer  routed length (um)  vias up
li1                     -    10800
met1                42900    13400
met2                68600     2190
met3                30900      308
met4                 5480       18
met5                  421        -
==> report_power, final <==
part           leakage, nW  switching (mW)  internal [mW]
Clock                 1.66            2.76           3.92
Sequential            9.25          0.0418           8.11
Combinational         6.67           0.880          0.674
Total                 17.6            3.68           12.7
==> Yosys cell counts (32+ instances only) <==
master / instances
sky130_fd_sc_hd__nand2_1: 65
sky130_fd_sc_hd__a22o_1: 62
sky130_fd_sc_hd__nor2_1: 34
sky130_fd_sc_hd__mux4_2: 425
sky130_fd_sc_hd__clkbuf_1: 96
sky130_fd_sc_hd__mux2i_1: 183
sky130_fd_sc_hd__a21oi_1: 46
sky130_fd_sc_hd__nor3_1: 32
sky130_fd_sc_hd__edfxtp_1: 1024
sky130_fd_sc_hd__a211oi_1: 47
sky130_fd_sc_hd__buf_2: 55
sky130_fd_sc_hd__o22ai_1: 55
==> how the worst max path moves through the flow <==
stage / startpoint / depth (start not counted) / slack, ns / end
after CTS: rs1[3] / 8 / 0.42 / data1[9]
after global routing: rs1[3] / 8 / 0.14 / data1[8]
final: rs1[3] / 8 / 0.32 / data1[8]
==> area by class of cell <==
class / instances / area (sq um) / area share
Sequential cell: 1024 / 30700 / 0.563
Multi-Input combinational cell: 1181 / 15600 / 0.285
Timing Repair Buffer: 282 / 2840 / 0.0520
Clock buffer: 118 / 2700 / 0.0494
Tap cell: 1524 / 1910 / 0.0349
Clock inverter: 71 / 741 / 0.0136
Inverter: 25 / 96.3 / 0.00176
Antenna cell: 6 / 15.0 / 0.000275
==> layout by cell type (no fill, tap or decap), types with 12 or more instances in the layout <==
cell type,netlist,layout
sky130_fd_sc_hd__buf_12,0,35
sky130_fd_sc_hd__edfxtp_1,1024,1024
sky130_fd_sc_hd__a21oi_1,46,46
sky130_fd_sc_hd__o221ai_1,31,31
sky130_fd_sc_hd__bufinv_16,0,15
sky130_fd_sc_hd__nor3_1,32,32
sky130_fd_sc_hd__nor2_4,0,32
sky130_fd_sc_hd__clkdlybuf4s50_1,0,105
sky130_fd_sc_hd__and2_1,13,12
sky130_fd_sc_hd__a2111oi_0,22,19
sky130_fd_sc_hd__nand2_1,65,64
sky130_fd_sc_hd__inv_1,25,24
sky130_fd_sc_hd__a22o_1,62,62
sky130_fd_sc_hd__clkinv_1,0,26
sky130_fd_sc_hd__mux2i_1,183,183
sky130_fd_sc_hd__buf_4,22,134
sky130_fd_sc_hd__a211oi_1,47,47
sky130_fd_sc_hd__clkbuf_16,0,106
sky130_fd_sc_hd__conb_1,1,32
sky130_fd_sc_hd__mux2_2,24,24
sky130_fd_sc_hd__mux4_2,425,425
sky130_fd_sc_hd__clkinv_2,0,18
sky130_fd_sc_hd__o22ai_1,55,55
sky130_fd_sc_hd__a211o_1,23,23
sky130_fd_sc_hd__a221oi_1,23,23
sky130_fd_sc_hd__clkbuf_1,96,12
==> per-stage QoR <==
| stage | area (sq um) | worst slack [ns] | util | total power, mW | hold WS [ns] |
|---|---|---|---|---|---|
| floorplan | 47100 | 1.97 | - | 9.09 | 1.28 |
| global placement | 51200 | -0.885 | 0.440 | 9.82 | 2.01 |
| detailed placement | 51200 | 0.424 | 0.440 | 9.84 | 2.02 |
| CTS | 54600 | 0.419 | 0.469 | 16.4 | 1.31 |
| global route | 54600 | 0.141 | 0.469 | 16.8 | 1.34 |
| finish | 54600 | 0.321 | 0.470 | 16.4 | 1.33 |
==> logic make-up (layout without fill, tap and decap cells) <==
group / Yosys count / count (layout) / synth area share
AOI/OAI and AO/OA: 331 / 331 / 0.0552
buffers and inverters: 226 / 496 / 0.0230
DFF: 1024 / 1024 / 0.654
muxes: 632 / 632 / 0.248
other: 1 / 38 / 0.0000798
and+or+nand+nor: 186 / 186 / 0.0193
No activity file was given, so power comes from the tool's default toggle rates.
