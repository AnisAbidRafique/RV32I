[flow/config.mk]
export PLATFORM = sky130hd
export DESIGN_NAME = program_counter
export DESIGN_NICKNAME = program_counter
export VERILOG_FILES = /design/flow/design.v
export SDC_FILE = /design/flow/constraint.sdc
export NUM_CORES = 4
export LEC_CHECK = 1
export CORE_AREA = 10 10 114 114
export DIE_AREA = 0 0 124 124
[flow/constraint.sdc]
current_design program_counter

set clk_period 4.7
set clk_io_pct 0.2

create_clock -name clk0 -period $clk_period [get_ports {clk}]

set non_clock_inputs [all_inputs -no_clocks]
set_input_delay [expr $clk_period * $clk_io_pct] -clock clk0 $non_clock_inputs
set_output_delay [expr $clk_period * $clk_io_pct] -clock clk0 [all_outputs]
[flow/design.v]
module program_counter#(parameter PROG_VALUE = 32)
(
input clk,
input rst_n,
input PCWrite,
input [31:0] pc_in,
output logic [31:0] MUX_4_1_in,
output logic [PROG_VALUE-1:0] A_out
);
always_comb
    begin
        MUX_4_1_in = A_out + 4;   
    end
always @(posedge clk) begin
if (!rst_n)	A_out <= 32'h8000_0000;
else if(PCWrite)  		A_out <= pc_in;
end
endmodule
[flow/run.sh]
#!/bin/bash
# OpenROAD 26Q1-2900-gdf79404cd8, Yosys 0.63+post, stock flow scripts
make -C /OpenROAD-flow-scripts/flow DESIGN_CONFIG=/design/flow/config.mk WORK_HOME=/design/flow/orfs finish
==> run summary <==
DRC: 0
Register bank with the most flops: A_out
Layout cell share with drive strength beyond 1: 4.878%
Core Region: 0.01042 sq mm
Final setup fails: 0
Largest register FFs: 32
I/O pins: 99
PD cells: 225.4 mW/mm^2
Final ANT Viol Nets: 0
Die width: 124 microns
Top flop regs: A_out: 32 flops
Hpwl dp: 4719 microns
CTS sink count: 32
Total die size: 0.01538 sq mm
Register-to-Register Path Depth: 2
Antenna Cells: 0
Setup crit end kind: output pin
Critical Path RT: 3760 ps
Initial DRC count: 58
Unrepaired setup endpoints after global routing: no
FMAX: 0.2985 GHz
Routed wire length: 6157 microns
Drt pass-1 iters: 3
Gpl congestion: 0.7797
Top cells, area: dfxtp_1, mux2i_1, xnor2_1, nor2b_1, nand4_1
P_leak: 1.109 nW
Worst slew pin tran: 624.7 ps
All-Layer GR Usage: 7.863%
WL per Instance: 14.56 microns
Antenna violations before repair: 0
Final worst path period share: 71.27%
PostCTS Resize Cnt: 0
Outcome: completed
Worst hold slack: 543.3 ps
CTS tree: yes
Vias in the first global route: 1,665
Largest area contributor in the netlist: dfxtp_1
Startpoint Class: register
Largest net degree at the start of global routing: 33
FP Util: 17.09%
Normalized max-slew margin: 58.20%
Post-synth cell types: 21
Worst setup path endpoint: MUX_4_1_in[30]
Kind of critical path: reg2out
Pwr Total: 0.0006736 W
Worst Skew: 0 ps
Clk pin slew, worst setup/hold paths: 70 ps
Mapped Cells: 188
H-tree levels: 2
HP Class: reg2reg
GRT overflow: 0
Top-area cell share: 35.98%
First-pass GRT wire length: 9563 microns
Avg Cell Area, Syn: 9.471 sq um
Worst Path Max Fanout: 8
P&R area growth vs syn: 67.88%
Maximum vdd drop: 0.00009667 V
FP Rows: 37
Setup slack, reg-to-reg: 3930 ps
Port buffer count: 98
DR vias: 1,631
Reg-to-Reg Start: A_out[4]$_SDFFE_PN0P_
Sequential-to-total area share from yosys stat: 35.98%
Synthesis Warnings: 1
Die Y: 124 microns
Area of the mapped netlist: 0.001780 sq mm
Yosys stat area: 0.001780 sq mm
Vias per cell: 3.856
Setup TNS: 0 ps
Pins Over Slew Limit: 0
Yosys reg bits: 32
Placed cells: 415
Arrival time at the worst endpoint: 2410 ps
OpenROAD warnings: 25
Reg2Reg Capture Point: A_out[4]$_SDFFE_PN0P_
Yosys cell count: 188
CTS Root Cell: clkbuf_8
Max-cap viol count: 0
Inserted Clock Buffers: 5
CTS Buffer Depth: 2
Post-CTS setup buffer count: 0
Final hold vios: 0
Final Instance Count excl. Fillers: 423
Crit. Startpoint: A_out[11]$_SDFFE_PN0P_
Insertion Delay late pin: 280 ps
CTS Hold Buffers Added: 0
Layout fillers: 1,092
Final worst path period need: 3350 ps
[placed cells by master, fill, tap and decap left out, types with 2 or more instances in the layout]
cell,count
and2_1,2
and4_1,2
buf_4,3
clkbuf_1,2
clkbuf_8,6
clkdlybuf4s50_1,97
dfxtp_1,32
inv_1,3
mux2i_1,32
nand2_1,11
nand3_1,11
nand4_1,13
nor2_1,6
nor2b_1,31
nor4_4,2
xnor2_1,24
xor2_1,4
[layout make-up]
type	count	area (sq um)	area share [%]
clock buffer	8	90.09	3.014
inverter	3	11.26	0.3767
multi-input combinational	143	1079	36.08
sequential	32	640.6	21.43
tap	136	170.2	5.693
timing repair buffer	101	998.5	33.40
[per-layer routing]
metal | GRT usage (%) | share of wire (%) | vias to the layer above
met4 | 0.5755 | 0.84 | 0
met3 | 3.673 | 13 | 6
met1 | 9.980 | 42 | 728
met5 | 0 | 0 | -
met2 | 12.55 | 45 | 60
li1 | - | - | 837
[Yosys cell counts]
library cell	count
and4_2	1
and2_1	2
ha_1	1
buf_2	4
and4_1	2
clkbuf_1	4
nor3_1	1
inv_1	3
nor4_4	2
xor2_1	4
nor2b_1	31
mux2i_1	32
nand3_1	11
buf_4	2
nor2_1	6
and3_1	1
dfxtp_1	32
nand4_1	13
xnor2_1	24
nand2_1	11
nand4_2	1
[how the worst min path moves through the flow]
| stage | cells past startpoint | startpoint | end | slack (ps) |
|---|---|---|---|---|
| 4_1_cts | 2 | A_out[0]$_SDFFE_PN0P_ | A_out[0]$_SDFFE_PN0P_ | 540 |
| 5_1_grt | 2 | A_out[1]$_SDFFE_PN0P_ | A_out[1]$_SDFFE_PN0P_ | 570 |
| 6_report | 2 | A_out[0]$_SDFFE_PN0P_ | A_out[0]$_SDFFE_PN0P_ | 540 |
[power breakdown]
part | total [W] | leakage [nW] | switching (W) | internal, W
Sequential | 0.000312 | 0.264 | 0.0000246 | 0.000288
Clock | 0.000223 | 0.0455 | 0.000103 | 0.000120
Combinational | 0.000139 | 0.799 | 0.0000347 | 0.000104
[logic make-up (layout without fill, tap and decap cells)]
kind of cell / Yosys count / count (layout) / synth area share (%)
xor+xnor: 28 / 28 / 13.77
fa+ha+maj: 1 / 1 / 0.7026
buf+inv: 13 / 112 / 3.443
flops: 32 / 32 / 35.98
mux: 32 / 32 / 17.99
simple gates: 82 / 82 / 28.11
[metrics by stage]
step	instance area, sq um	setup WS (ps)	util [%]
final	2989	1350	28.70
after detailed placement	2899	1549	27.83
after global placement	2899	1578	27.83
after floorplan	1780	2505	-
after global routing	2989	1120	28.70
after CTS	2989	1225	28.70
[critical path: stages, from the launching register on]
cell,delay [ps]
dfxtp_1,450
nand4_1,240
nor2_1,560
nand4_1,190
xnor2_1,190
clkdlybuf4s50_1,500
Power figures rest on the tool's default switching activity, not on a simulated workload.
